==> ./design.v <==
`timescale 1ns / 1ps
module REG_FILE(
    input logic CLK,
    input logic EN,
    input logic [4:0] ADR1,
    input logic [4:0] ADR2,
    input logic [4:0] WA,
    input logic [31:0] WD,
    output logic [31:0] RS1,
    output logic [31:0] RS2 
    );
    logic [31:0] RAM [0:31];                     
    initial begin
        int i;
        for (i=0; i<32; i=i+1) begin
            RAM[i] = 0;
        end
    end   
    always_ff @ (negedge CLK) begin           
        if ((EN == 1) && (WA != 0))
            RAM[WA] <= WD;
        else
            RAM[WA] <= RAM[WA];
    end
    assign RS1 = RAM[ADR1];
    assign RS2 = RAM[ADR2];
endmodule
==> ./run.sh <==
#!/bin/bash
# OpenROAD 26Q1-2900-gdf79404cd8, Yosys 0.63+post, stock flow scripts
make -C /OpenROAD-flow-scripts/flow DESIGN_CONFIG=/design/flow/config.mk WORK_HOME=/design/flow/orfs finish
==> ./config.mk <==
export PLATFORM = sky130hd
export DESIGN_NAME = REG_FILE
export DESIGN_NICKNAME = REG_FILE
export VERILOG_FILES = /design/flow/design.v
export SDC_FILE = /design/flow/constraint.sdc
export NUM_CORES = 4
export LEC_CHECK = 1
export CORE_UTILIZATION = 30
==> ./constraint.sdc <==
current_design REG_FILE

set clk_period 6.4
set clk_io_pct 0.2

create_clock -name clk0 -period $clk_period [get_ports {CLK}]

set non_clock_inputs [all_inputs -no_clocks]
set_input_delay [expr $clk_period * $clk_io_pct] -clock clk0 $non_clock_inputs
set_output_delay [expr $clk_period * $clk_io_pct] -clock clk0 [all_outputs]
==> impl_metrics.py <==
# Synthesis and PnR figures
metrics = {
    "run_status": {
        "outcome": "finished, violations left",
        "failing_checks": "negative setup slack",
    },
    "drt": {
        "viasPerCell": 5.096,
        "drc_violations_left": 0,
        "drt_first_pass_iters": 5,
        "postRouteAntennaNets": 0,
        "num_vias": 35230,
        "detail_route.wl_per_cell_um": 23.01,
        "wl_um": 159000,
        "drtIter0Drc": 2447,
    },
    "yosys": {
        "yosys_warnings": 1,
        "synthDistinctLibCells": 25,
        "synthesis.instances": 3387,
        "synth-seq-area-share_pct": 63.06,
        "ys_cells": 3387,
        "numSynthFlops": 1024,
        "synth.cell_area_um2": 48760,
        "yosysChipArea_um2": 48760,
        "avgSynthCellArea_um2": 14.40,
    },
    "critical_path": {
        "worst_path_bufs_invs": 1,
        "timing.critical_path.slowest_stage_cell": "sky130_fd_sc_hd__edfxtp_1",
        "required_time_reported_for_the_critical_path_endpoint_ns": 5.12,
        "cp_max_fo": 2,
        "max_stage_delay_ns": 0.37,
        "crit_family": "AND-OR/OR-AND gates",
        "start_kind": "flop",
        "critical_path.endpoint_type": "output port",
        "worstSetupPathType": "reg2out",
        "timing.critical_path.arrival_ns": 5.40,
        "timing.critical_path.cells": "mux2i_1 -> a22o_1 -> nor3_2 -> a31oi_1 -> nand3_2 -> buf_2",
    },
    "timing": {
        "worst-slew-pin-transition_ns": 0.8602,
        "slew-limit-headroom_pct": 42.65,
        "setup_repair_after_global_routing_missed_its_margin": "true",
        "final.setup.worst_slack_ns": -0.2828,
        "report.final.setup_viol": 62,
        "final_max_slew_viol_count": 0,
        "finalHoldViolations": 0,
    },
    "cts": {
        "clock_sinks": 1024,
        "tritoncts.num_buffers": 113,
        "cts_tree": "yes",
        "clk_pin_slew_ns": 0.03,
        "h_tree_levels": 3,
        "ctsLongestPathBuffers": 3,
        "postCtsHoldBufs": 0,
        "root_buffer_selected_by_cts": "sky130_fd_sc_hd__clkbuf_16",
    },
    "die": {
        "chipArea_um2": 164200,
        "fp.dieW_um": 405.2,
        "ios": 113,
        "fp.coreArea_um2": 160900,
        "initial_core_util_pct": 30.30,
        "num_rows": 147,
        "floorplan.die.height_um": 405.2,
    },
    "layout": {
        "largest_reg_flops": 1024,
        "regMostFlops": "RAM",
        "logic_area_um2": 17760,
        "fillers": 14590,
        "syn_to_final_growth_pct": 28.90,
        "sequential_cell_area_um2": 30750,
        "largest_registers": "RAM: 1024 flops",
        "final_cell_area_um2": 62860,
        "post_route_non_filler_standard_cell_count": 6913,
        "layout-drive-gt1-share_pct": 14.59,
    },
    "grt": {
        "wire_length_of_the_first_global_routing_pass_um": 231400,
        "grt_antenna_before_repair": 14,
        "grt.overflow.total": 0,
        "grt_max_degree": 66,
        "vias_in_the_first_global_route": 38140,
        "track_usage_pct": 20.41,
    },
    "job": {
        "warning_count": 1030,
        "reported_max_cap_violation_count": 0,
    },
    "power": {
        "ir_worst_vdd_mv": 0.2283,
        "powerDensity_nw_per_um2": 292.1,
        "p_leak_uw": 0.02709,
    },
    "min_path": {
        "hold_path_class": "in2out",
    },
    "place": {
        "gpl.final_weighted_congestion": 0.8660,
        "post-dp-hpwl_um": 94240,
        "placement.io_buffers": 112,
        "dpl-instance-area_um2": 54480,
        "placedCellCount": 5677,
    },
}
through the flow:
stage	worst slack (ns)	power [uW]	TNS, ns	utilization [%]	hold WS (ns)
after CTS	-0.3211	18630	-10.70	39.04	3.418
after detailed placement	-0.09063	10110	-13.80	33.85	3.866
final	-0.2828	18360	-7.863	39.06	3.389
after global placement	-0.1026	10100	-14.46	33.85	3.873
after floorplan	-0.4999	9381	-208.65	-	2.821
after global routing	-0.3757	19510	-14.95	39.05	3.452
path summary, 6_finish.rpt:
| check | from | depth (start not counted) | to | slack (ns) |
|---|---|---|---|---|
| worst min-delay path | ADR2[1] | 6 | RS2[24] | 3.39 |
| worst max-delay path | RAM[3][11] | 6 | RS2[11] | -0.28 |
Yosys cell counts:
master	count	area share (%)
sky130_fd_sc_hd__buf_1	10	0.077
sky130_fd_sc_hd__nand3_1	194	2.0
sky130_fd_sc_hd__inv_1	1	0.0077
sky130_fd_sc_hd__or3_1	1	0.013
sky130_fd_sc_hd__nand2_1	195	1.5
sky130_fd_sc_hd__and2_1	2	0.026
sky130_fd_sc_hd__buf_2	79	0.81
sky130_fd_sc_hd__nor2_1	34	0.26
sky130_fd_sc_hd__or3b_2	3	0.054
sky130_fd_sc_hd__nand2b_1	4	0.051
sky130_fd_sc_hd__buf_6	37	0.85
sky130_fd_sc_hd__clkbuf_1	71	0.55
sky130_fd_sc_hd__edfxtp_1	1024	63
sky130_fd_sc_hd__a22o_1	128	2.3
sky130_fd_sc_hd__a22oi_1	192	3.0
sky130_fd_sc_hd__a21oi_1	192	2.0
sky130_fd_sc_hd__nand3b_1	5	0.077
sky130_fd_sc_hd__mux2i_1	1024	21
sky130_fd_sc_hd__or2_2	2	0.026
sky130_fd_sc_hd__a31oi_1	64	0.82
sky130_fd_sc_hd__nor2b_1	4	0.051
sky130_fd_sc_hd__buf_4	52	0.80
sky130_fd_sc_hd__clkbuf_4	4	0.062
sky130_fd_sc_hd__conb_1	1	0.0077
sky130_fd_sc_hd__nor3_1	64	0.66
kinds of logic (layout without fill, tap and decap cells):
family,count (synthesis),after routing,synth area share [%]
flops,1024,1024,63.06
simple gates,508,508,4.708
mux,1024,1024,21.02
buf+inv,254,1586,3.159
compound gates,576,576,8.047
other cells,1,35,0.007690
what timing repair did:
action,4_1_cts,5_1_grt
pin swaps,164,82
setup buffers,7,0
resized,369,9
endpoints found under the hold margin,0,0
endpoints found under the setup margin,64,64
power breakdown:
group          switching [uW]  internal (uW)
combinational             948            582
sequential               40.7           7540
clock                    4360           4890
metal layers:
metal | GRT usage (%) | routed length (um)
met5 | 0.3568 | 110
met4 | 8.360 | 4815
met3 | 13.89 | 22400
met2 | 28.75 | 71910
met1 | 24.65 | 59800
cells in the final DEF, fill, tap and decap left out, types with 3 or more instances in the layout:
master,Yosys,routed
sky130_fd_sc_hd__edfxtp_1,1024,1024
sky130_fd_sc_hd__clkinvlp_2,0,40
sky130_fd_sc_hd__nand3_2,0,44
sky130_fd_sc_hd__diode_2,0,3
sky130_fd_sc_hd__inv_4,0,13
sky130_fd_sc_hd__a22oi_2,0,4
sky130_fd_sc_hd__mux2i_1,1024,1023
sky130_fd_sc_hd__a31oi_2,0,24
sky130_fd_sc_hd__a31oi_1,64,34
sky130_fd_sc_hd__buf_12,0,96
sky130_fd_sc_hd__buf_4,52,141
sky130_fd_sc_hd__inv_1,1,1039
sky130_fd_sc_hd__nor3_2,0,52
sky130_fd_sc_hd__nand2b_2,0,4
sky130_fd_sc_hd__bufinv_16,0,20
sky130_fd_sc_hd__nor3_1,64,9
sky130_fd_sc_hd__a31oi_4,0,6
sky130_fd_sc_hd__a22oi_1,192,188
sky130_fd_sc_hd__clkbuf_16,0,113
sky130_fd_sc_hd__nor3_4,0,3
sky130_fd_sc_hd__nor2b_4,0,4
sky130_fd_sc_hd__clkdlybuf4s50_1,0,46
sky130_fd_sc_hd__a22o_1,128,128
sky130_fd_sc_hd__buf_2,79,53
sky130_fd_sc_hd__nor2_4,0,33
sky130_fd_sc_hd__nand3_1,194,143
sky130_fd_sc_hd__a21oi_1,192,191
sky130_fd_sc_hd__nand3b_1,5,5
sky130_fd_sc_hd__nand3_4,0,7
sky130_fd_sc_hd__buf_6,37,13
sky130_fd_sc_hd__or3b_2,3,3
sky130_fd_sc_hd__nand2_1,195,193
sky130_fd_sc_hd__conb_1,1,32
sky130_fd_sc_hd__inv_6,0,4
area by class of cell:
| type | instances | area share [%] |
|---|---|---|
| timing repair buffer | 351 | 6.177 |
| clock buffer | 113 | 4.499 |
| antenna | 3 | 0.01194 |
| clock inverter | 1122 | 7.845 |
| tap | 2160 | 4.300 |
| sequential | 1024 | 48.92 |
| multi-input combinational | 2140 | 28.25 |
Power and IR drop assume default switching activity.
