[config.mk]
export PLATFORM = sky130hd
export DESIGN_NAME = BCD
export DESIGN_NICKNAME = BCD
export VERILOG_FILES = /design/flow/design.v
export SDC_FILE = /design/flow/constraint.sdc
export NUM_CORES = 4
export LEC_CHECK = 1
export CORE_UTILIZATION = 30
[run.sh]
#!/bin/bash
# OpenROAD 26Q1-2900-gdf79404cd8, Yosys 0.63+post, stock flow scripts
make -C /OpenROAD-flow-scripts/flow DESIGN_CONFIG=/design/flow/config.mk WORK_HOME=/design/flow/orfs finish
[design.v]
`timescale 1ns / 1ps
module BCD(
    input [15:0] HEX,
    output logic [3:0] THOUSANDS,
    output logic [3:0] HUNDREDS,
    output logic [3:0] TENS,
    output logic [3:0] ONES
    );
    int i; 
    always_comb begin
        THOUSANDS = 4'h0;  
        HUNDREDS = 4'h0;
        TENS = 4'h0;
        ONES = 4'h0;
        for (i=15; i>=0; i=i-1) begin
            if (THOUSANDS >= 5)
                THOUSANDS = THOUSANDS + 3;
            if (HUNDREDS >= 5)
                HUNDREDS = HUNDREDS + 3;
            if (TENS >= 5)
                TENS = TENS + 3;
            if (ONES >= 5)
                ONES = ONES + 3;
            THOUSANDS = {THOUSANDS[2:0],HUNDREDS[3]};
            HUNDREDS = {HUNDREDS[2:0],TENS[3]};
            TENS = {TENS[2:0],ONES[3]};
            ONES = {ONES[2:0],HEX[i]};
       end
   end
endmodule
[constraint.sdc]
current_design BCD

set clk_period 25.0
set clk_io_pct 0.2

create_clock -name clk0 -period $clk_period

set non_clock_inputs [all_inputs -no_clocks]
set_input_delay [expr $clk_period * $clk_io_pct] -clock clk0 $non_clock_inputs
set_output_delay [expr $clk_period * $clk_io_pct] -clock clk0 [all_outputs]
==> Slide: Implementation Results <==
Run Summary

Outcome
  – Run status: complete, no violations

Final timing
  – RSZ-0062 raised after global routing: no
  – Tightest Pin Transition: between 0.7 and 0.8 ns
  – Tcrit/Tclk final: 0.9155
  – Max transition margin: 0.4716
  – Setup violators final: 0
  – Hold Fails Final Rpt: 0
  – Max Fclk: 0.04369 GHz
  – Setup TNS: 0 ns
  – Slew Viols, Final: 0
  – Final min period: approximately 23 ns

Global route
  – Tot GR Track Use: 0.1372
  – Global-route wire length before repair: a little over 20000 µm
  – Vias in the first global route: 4633
  – Initial antenna violation count: 0
  – Final global-route overflow total: 0
  – Largest net degree at the start of global routing: 21

Floorplanning
  – Horiz. Die Dim: approximately 130 µm
  – Core area: approximately 0.016 mm²
  – Std-Cell Rows: between 40 and 50
  – Die height: between 100 and 150 µm
  – Die Area: between 0.015 and 0.02 mm²
  – Io pins: 32
  – Core Util at FP: 0.3087

Cells and area
  – Clk_buf instances: 0
  – Area growth syn-to-layout: 8.713%
  – Layout cell share with drive strength beyond 1: 0.1116
  – Flop Count: 0
  – FILL cells: about 1700
  – Storage element area: 0 µm²

Drt
  – Routed vias/inst: 5.613
  – Total Wirelength: about 11000 µm
  – Antenna diodes: 0
  – Residual DRC: 0
  – Drt wl/cell: 12.05 µm
  – DRT Pass-1 Iters: 5
  – Via count: roughly 5300
  – Detailed Route Iter0 Violations: about 340
  – Final ANT Viol Nets: 0

Critical path
  – CP peak stage delay: 0.60 ns
  – Crit path DRT: 20.00 ns
  – Crit path max-delay family: AND-OR/OR-AND gates
  – Type of the worst setup path: in2out
  – CP max FO: 9
  – Critical path's slowest cell: clkdlybuf4s50_1
  – Most frequent CP cell: ha_1
  – CP Capture Type: output pin
  – Worst path buffer plus inverter count: 9
  – Crit path DAT: about 18 ns
  – CP Launch Type: primary input

Place
  – Dpl hpwl: 8843 µm
  – GPL Wtd Cong: 0.8784
  – Number of buffers added on ports: 30

Clocking
  – Post-CTS Setup Bufs: 0
  – Cts hold-fix bufs: 0
  – Post-CTS sizing: 0

Job
  – MaxCap Viol Count: 0
  – OpenROAD warnings: 37

Synthesis
  – Distinct cells, synth: slightly above 100
  – Synthesis Warnings: 1
  – Synth Cell Area: ~0.0049 mm²
  – Synthesized area per cell: around 6.7 µm²
  – Yosys Chip Area: approximately 0.0049 mm²
  – Yosys Instances: 738
  – Seq share, synth: 0
  – Syn Inst Count: about 740

Min path
  – Type of the most critical hold path: in2out
==> layout by cell type (no fill, tap or decap), types with 8 or more instances in the layout <==
cell             Yosys  layout
and2_1               9       9
a21o_1              11      11
a31oi_1             18      18
nor2_1              71      71
inv_1               47      47
nand3_1             23      23
o22ai_1             14      14
xnor2_1             15      15
nor3_1              25      25
o211ai_1            14      14
nand2_1             57      57
o21ai_1             12      12
mux2i_1             15      15
a211oi_1            13      13
o21ai_0             46      46
clkdlybuf4s50_1      0      30
nand2b_1            10      10
o21a_1              13      13
a22oi_1              8       8
or2_2                8       8
ha_1                30      30
a21oi_1             47      47
==> cell type report <==
class                      count  area (µm²)  share of cell area
inverter                      59       221.5             0.04124
multi-input combinational    644        4563              0.8497
tap                          216       270.3             0.05033
timing repair buffer          32       315.3             0.05871
==> per-layer routing <==
layer / part of all wire / up-vias / global-route usage
li1: - / 2822 / -
met1: 0.50 / 2410 / 0.2022
met2: 0.47 / 102 / 0.2350
met3: 0.031 / 4 / 0.001253
met4: 0.0030 / 0 / 0.007524
met5: 0 / - / 0
==> path summary, 6_finish.rpt <==
| path | startpoint | to | slack [ns] | depth (start not counted) |
|---|---|---|---|---|
| max | HEX[13] | THOUSANDS[2] | 2.11 | 60 |
| min | HEX[0] | ONES[0] | 10.00 | 0 |
==> cells by family (layout without fill, tap and decap cells) <==
family	Yosys count	in the layout	share of synthesized area
xor+xnor	24	24	0.05446
compound gates	309	309	0.4681
buf+inv	94	91	0.07776
fa+ha+maj	31	31	0.07801
simple gates	250	250	0.2513
mux	30	30	0.07041
==> metrics by stage <==
| stage | instance area (µm²) | hold WS, ns | setup WS [ns] | util | std cells |
|---|---|---|---|---|---|
| after floorplan | 4940 | 10.07 | 4.442 | - | 738 |
| after global placement | 5370 | 10.00 | 2.472 | 0.3356 | 951 |
| after detailed placement | 5370 | 10.00 | 2.110 | 0.3356 | 951 |
| after CTS | 5370 | 10.00 | 2.093 | 0.3356 | 951 |
| after global routing | 5370 | 10.00 | 0.6395 | 0.3356 | 951 |
| final | 5370 | 10.00 | 2.112 | 0.3356 | 951 |
==> cells in the mapped netlist (all sizes together), types with 15 or more instances <==
cell type	count	area [µm²]
buf	15	87.58
a21oi	53	302.8
nor3	27	145.1
a31oi	21	150.2
clkbuf	20	75.07
nand3	23	115.1
inv	54	202.7
ha	30	375.4
mux2i	20	227.7
xnor2	19	196.4
nor2	73	279.0
o21ai	60	307.8
a211oi	17	162.7
nand2	58	225.2
